--- flow/run.sh ---
#!/bin/bash
# OpenROAD 26Q1-2900-gdf79404cd8, Yosys 0.63+post, stock flow scripts
make -C /OpenROAD-flow-scripts/flow DESIGN_CONFIG=/design/flow/config.mk WORK_HOME=/design/flow/orfs finish
--- flow/config.mk ---
export PLATFORM = sky130hd
export DESIGN_NAME = reg_file
export DESIGN_NICKNAME = reg_file
export VERILOG_FILES = /design/flow/design.v
export SDC_FILE = /design/flow/constraint.sdc
export NUM_CORES = 4
export LEC_CHECK = 1
export CORE_UTILIZATION = 30
--- flow/constraint.sdc ---
current_design reg_file

set clk_period 4.7
set clk_io_pct 0.2

create_clock -name clk0 -period $clk_period [get_ports {clk}]

set non_clock_inputs [all_inputs -no_clocks]
set_input_delay [expr $clk_period * $clk_io_pct] -clock clk0 $non_clock_inputs
set_output_delay [expr $clk_period * $clk_io_pct] -clock clk0 [all_outputs]
--- flow/design.v ---
module reg_file
(
	output reg [7:0] H0 , H1,
	input [2:0]	select,
	input	clk,
	input	rst,
	input				rg_wrt_enable,
	input		[2:0]	rg_wrt_dest,
	input		[15:0]rg_wrt_data,
	input		[2:0]	rg_rd_addr1,
	output	[15:0]rg_rd_data1,
	input 	[2:0]	rg_rd_addr2,
	output	[15:0]rg_rd_data2
);
  reg		[15:0]	R	[0:7];
  always @(negedge clk)   
  begin
   if(rst)
     begin
       R[0]=16'd0;
       R[1]=16'd0;
       R[2]=16'd0;
       R[3]=16'd0;
       R[4]=16'd0;
       R[5]=16'd0;
       R[6]=16'd0;
       R[7]=16'd0;
    end
  else if(rg_wrt_enable && (rg_wrt_dest != 0 ))
      R[rg_wrt_dest]<= rg_wrt_data;
  end
  assign rg_rd_data1	=	R[rg_rd_addr1];
  assign rg_rd_data2	=	R[rg_rd_addr2];
  always @(*)
  begin
   if ( select < 8 )
	begin 
	case(R[select][7:0])
	4'h0: H0 = 7'b1000000;
	4'h1: H0 = 7'b1111001;
	4'h2: H0 = 7'b0100100;
	4'h3: H0 = 7'b0110000;
	4'h4: H0 = 7'b0011001;
	4'h5: H0 = 7'b0010010;
	4'h6: H0 = 7'b0000010;
	4'h7: H0 = 7'b1111000;
	4'h8: H0 = 7'b0000000;
	4'h9: H0 = 7'b0010000;
	4'hA: H0 = 7'b0001000;
	4'hB: H0 = 7'b0000011;
	4'hC: H0 = 7'b1100111;
	4'hD: H0 = 7'b0100001;
	4'hE: H0 = 7'b0000110;
	4'hF: H0 = 7'b0001110;
	endcase
	case(R[select][15:8])
	4'h0: H0 = 7'b1000000;
	4'h1: H0 = 7'b1111001;
	4'h2: H0 = 7'b0100100;
	4'h3: H0 = 7'b0110000;
	4'h4: H0 = 7'b0011001;
	4'h5: H0 = 7'b0010010;
	4'h6: H0 = 7'b0000010;
	4'h7: H0 = 7'b1111000;
	4'h8: H0 = 7'b0000000;
	4'h9: H0 = 7'b0010000;
	4'hA: H0 = 7'b0001000;
	4'hB: H0 = 7'b0000011;
	4'hC: H0 = 7'b1100111;
	4'hD: H0 = 7'b0100001;
	4'hE: H0 = 7'b0000110;
	4'hF: H0 = 7'b0001110;
	endcase
	end
	end
  endmodule
==> results.tsv <==
stage	metric	value	unit
global_route	grt_util_all_layers	0.183	
flow_run	warning_count	155	
global_route	grt_pass1_wl	34900	µm
layout	final_cells	1194	
final_timing	untimed_endpoints	14	
detailed_routing	routed_wl	22300	µm
synth	syn_inst	526	
synth	edf_count	128	
critical_path	cp.arrival	4.24	ns
detailed_routing	drt_iter0_drc	381	
final_timing	fin_setup_tns	-12.69	ns
pwr	leakage	4.73	nW
clocking	ctsRootBufferMaster	clkbuf_16	
outcome	violations	negative setup slack	
detailed_routing	post_drt_wl_per_cell	18.6	µm
outcome	status	finished, violations left	
place	place_hpwl	14200	µm
synth	syn_avg_cell_area	15.2	µm²
synth	area_leaders	edfxtp_1, mux4_2, and2_1, mux2_2, mux4_1	
global_route	grt.overflow.total	0	
critical_path	startpoint_type	register	
layout	fill_cells	2261	
pwr	vdd_ir_drop_max	0.000254	V
synth	yosys.cell_types.count	50	
detailed_routing	num_antenna_cells	0	
synth	ys_cells	526	
critical_path	setup.worst_path.end_class	output pin	
clocking	clock_path_buffers	2	
synth	flop_cell	edfxtp_1	
clocking	cts_tree	done	
final_timing	whs	2.75	ns
place	gp_congestion	0.894	
final_timing	setup_violations	32	
synth	synth_area	8000	µm²
synth	top_area_cell	edfxtp_1	
global_route	grt_max_degree	33	
floorplan	core	26100	µm²
final_timing	unclocked_regs	7	
final_timing	slew_violations	0	
synth	yosys_warnings	9	
clocking	cts_buffers	17	
floorplan	chipArea	27300	µm²
detailed_routing	drt_first_pass_iters	21	
global_route	grt_pass1_vias	6706	
floorplan	die_width	165	µm
final_timing	relSlewSlack	0.476	
flow_run	maxCapViolCount	0	
detailed_routing	via_count	5959	
detailed_routing	drc	0	
final_timing	hold_violations	0	
synth	ys.flops	135	
critical_path	critPathKind	register to output pin	
pwr	power.density	343	nW/µm²
clocking	clk_pin_slew	0.03	ns
floorplan	top_level_ports	79	
synth	top_area_frac	0.481	
critical_path	required	3.76	ns
floorplan	dieHeight	165	µm
floorplan	rows	59	
detailed_routing	ant_nets	0	
floorplan	fp_util	0.306	
clocking	hold_buffers	0	
global_route	antenna_found_initial	0	
final_timing	tightestPinTransition	0.764	ns
synth	async_flop_share	0	
layout	drive_gt1_frac	0.375	
layout	syn2layout_area_growth	40.9	%
final_timing	setup_ws	-0.480	ns
synth	synth_chip_area	8000	µm²
final_timing	rsz0062_at_grt	yes	
detailed_routing	vias_per_cell	4.99	
place	port_buffers	69	
critical_path	cp_max_fo	2	
worst_hold_path	hold_path_class	input pin to output pin	
place	dpl.cell_count	968	
clocking	cts_max_level	4	
==> logic make-up after synthesis <==
family	share of synthesized area
latches	0.0131
buf+inv	0.0293
other cells	0.000469
simple gates	0.133
flops	0.481
xor+xnor	0.00110
mux	0.307
fa+ha+maj	0.00125
compound gates	0.0347
==> critical path, stage by stage, from the launching register on <==
cell	delay, ns
edfxtp_1	0.41
buf_6	0.14
mux4_2	0.49
mux2_4	0.29
buf_2	0.11
==> layout by cell type, fill, tap and decap left out, types with 4 or more instances in the layout <==
master	count
inv_1	129
edfxtp_1	128
and2_1	114
buf_4	94
mux4_2	77
buf_6	37
clkdlybuf4s50_1	35
mux2_4	32
conb_1	25
buf_2	18
clkbuf_16	17
buf_12	11
nor2_1	10
or4_1	8
nor4_1	8
dlxtn_1	7
mux2_2	7
or2_2	7
mux4_1	6
mux2i_1	6
a211oi_1	5
nor3_1	5
a21oi_1	5
o22ai_1	5
nand2_1	4
or4b_1	4
o22a_1	4
o21ai_0	4
clkinv_4	4
==> area by class of cell <==
cell class                      count  area [µm²]  area share
Multi-Input combinational cell    368        4030       0.358
Timing Repair Buffer              195        1780       0.158
Inverter                            1        3.75    0.000333
Clock buffer                       17         425      0.0377
Tap cell                          335         419      0.0372
Sequential cell                   135        3950       0.350
Clock inverter                    143         662      0.0587
==> flip-flops by register name, summed over array words and instances (netlist names) <==
signal  cells
R         128
H0          7
==> synth_stat cells (all sizes together), types with 3 or more instances <==
cell      n
or4b      4
a21oi     5
nand2     4
clkbuf   21
nor4      8
o22a      4
edfxtp  128
nor2     10
mux2     39
or2       7
and2    114
mux2i    10
or4       8
buf      24
o21ai     4
mux4     83
nor3      6
a31oi     3
o22ai     5
a211oi    5
dlxtn     7
==> final timing paths <==
kind                  slack (ns)            from  cells after the start              end
worst max-delay path       -0.48        R[2][13]                      4  rg_rd_data2[13]
worst min-delay path        2.75  rg_rd_addr1[0]                      5  rg_rd_data1[12]
==> metal layers <==
metal / GRT usage / part of all wire / up-vias
li1: - / - / 2743
met1: 0.207 / 0.36 / 2899
met2: 0.288 / 0.51 / 297
met3: 0.118 / 0.11 / 20
met4: 0.0545 / 0.014 / 0
met5: 0 / 0 / -
==> stage by stage <==
| stage | total power [mW] | utilization | setup WS [ns] | instance area [µm²] |
|---|---|---|---|---|
| final | 3.86 | 0.431 | -0.480 | 11300 |
| after global routing | 4.11 | 0.431 | -0.533 | 11300 |
| after CTS | 3.90 | 0.426 | -0.477 | 11100 |
| after detailed placement | 2.19 | 0.365 | -0.313 | 9550 |
| after global placement | 2.17 | 0.365 | -0.315 | 9550 |
| after floorplan | 1.90 | - | 0.0269 | 8090 |
==> power by group <==
part / switching [mW] / leakage, nW / internal [mW]
clock network: 0.789 / 0.984 / 0.986
registers: 0.0539 / 1.28 / 1.35
logic: 0.277 / 2.46 / 0.405
total: 1.12 / 4.73 / 2.75
==> repair_timing <==
action                     4_1_cts  5_1_grt
gates resized                  151       16
hold endpoints to repair         0        0
setup endpoints to repair       32       32
buffers inserted                58        9
No activity file was given, so power comes from the tool's default toggle rates.
