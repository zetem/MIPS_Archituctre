### ./constraint.sdc
current_design RAM_

set clk_period 41.0
set clk_io_pct 0.2

create_clock -name clk0 -period $clk_period [get_ports {clk}]

set non_clock_inputs [all_inputs -no_clocks]
set_input_delay [expr $clk_period * $clk_io_pct] -clock clk0 $non_clock_inputs
set_output_delay [expr $clk_period * $clk_io_pct] -clock clk0 [all_outputs]
### ./design.v
module RAM_ ( input [15:0] data , input [15:0] addr , input clk , input reset , input write_en , output [15:0] q  );
 reg		[15:0]	M	[0:64];
  always @(posedge clk)
  begin
  integer i;
  if (reset)
  begin
	for (i=0 ; i<63 ; i = i+1 )
		M[i] = 16'd0;
	end
	else if(write_en)
			M[addr]<= data;
  end
  assign q	=	M[addr];
endmodule
### ./config.mk
export PLATFORM = sky130hd
export DESIGN_NAME = RAM_
export DESIGN_NICKNAME = RAM_
export VERILOG_FILES = /design/flow/design.v
export SDC_FILE = /design/flow/constraint.sdc
export NUM_CORES = 4
export LEC_CHECK = 1
export CORE_UTILIZATION = 50
### ./run.sh
#!/bin/bash
# OpenROAD 26Q1-2900-gdf79404cd8, Yosys 0.63+post, stock flow scripts
make -C /OpenROAD-flow-scripts/flow DESIGN_CONFIG=/design/flow/config.mk WORK_HOME=/design/flow/orfs finish
==> results.txt <==
run metrics: final instance area 97600 sq um, # clock sinks 2048, CP endpoint kind output port, wire per inst 32.0 um, post-synth area from yosys stat 87600 sq um, FP Core Util 50.3%, worst setup margin 18.82 ns, Die X 421 um, Fillers 13300, crit-path cells buf_8 > buf_4 > buf_4 > buf_4 > buf_4 > mux2_2 > a221oi_1 > o22ai_1 > o31ai_1 > o32ai_1 > buf_4 > clkdlybuf4s50_1, synth unique cells 72, vias in the first global route 53900, post-synthesis async set-or-reset flop share 0%, EDFF count, synth 2048, Setup TNS 0 ns, setup bufs post-CTS 0, post-synthesis instance area 87600 sq um, CP dominant cell by count buf_4, first-pass GRT wire length 390 mm, status finished clean, total grt overflow 0, Hold Slack 7.70 ns, Crit Path Class primary input to output port, CTS Root Buffer Type clkbuf_16, Top Ports 51, leakage 32.7 nW, Port Buffers 41, final slew viol count 0, highest-count logic cell in the final layout edfxtp_1, worst-margin pin slew 1.18 ns, Post-CTS Hold Fix Bufs 0, syn_area_per_cell 14.5 sq um, hpwl dp 163 mm, Slew headroom 21.3%, 1st-pass router iterations 7, Die Ht 421 um, Reg with most FFs M, # H-tree levels 4, 1st-iter DRT viols 3937, Top cells excl fill/tap edfxtp_1, and2_1, buf_4, yosys stat cell total 6032, antenna violations before repair 8, crit path DRT 32.80 ns, Total Power 4.55 mW, HP Class primary input to flop, Max clock buf depth 3, OpenROAD warning count 35, Syn Inst Count 6032, CTS clk-pin slew, worst paths 0.06 ns, row cnt 153, Final min period 22.18 ns, Primary FF master, synth edfxtp_1, Post-CTS Resized 0, vias per cell 6.21, detailed-route DRC error count 0, Buf+Inv Stages, Crit Path 7, CP startpoint kind primary input, largest net degree at the start of global routing 99, final wirelength 274 mm, post-route ant nets 0, Yosys warnings 1, Area Overhead vs Synth 11.4%, ratio of cells with drive above 1 in the final layout 13.0%, core area 174000 sq um, Final Cycle Share 54.1%, slowest CP cell o31ai_1, biggest regs M (2048), RSZ-0062 raised after global routing no, CTS tree yes, Vias 53100, Max stage delay on crit path 0.78 ns, Final Hold Fails 0, #FFs+latches synth 2048, sequential element share of the synthesized area 70.2%, DP Area 90800 sq um, CP arrival 13.98 ns, GRT Resource Usage Total 34.7%, routability cong. 0.960, die area 177000 sq um, Max Fclk 0.0451 GHz, Largest register FFs 2048, CP Max Fanout 56, Setup violations, final 0, PD cells 46.6 nW/um^2, worst slack at placement 18.87 ns, maximum VDD drop 0.0000446 V, Largest delay share family, worst path buffers and inverters, Inserted Clock Buffers 209, Max Cap Viol 0
cell families (layout without fill, tap and decap cells):
kind of cell / after synthesis / in the layout / share of synthesized area (%)
muxes: 348 / 348 / 4.45
and+or+nand+nor: 1628 / 1628 / 10.7
buffers and inverters: 553 / 744 / 2.93
AOI/OAI and AO/OA: 1455 / 1455 / 11.7
DFF: 2048 / 2048 / 70.2
other: 0 / 9 / 0
per-layer routing:
metal  GRT usage, %  up-vias  share of wire, %
li1               -    23300                 -
met1           46.1    26300                34
met2           48.6     2930                45
met3           22.0      600                15
met4           13.5       23               5.2
met5           1.75        -              0.19
final cells by class:
class / instances / area, sq um / area share (%)
sequential: 2048 / 61500 / 63.0
multi-input combinational: 3431 / 23600 / 24.2
clock buffer: 260 / 5420 / 5.56
tap: 2325 / 2910 / 2.98
timing repair buffer: 351 / 2750 / 2.82
clock inverter: 127 / 1310 / 1.34
inverter: 6 / 32.5 / 0.0333
antenna: 9 / 22.5 / 0.0231
final timing paths:
check                   start  endpoint  slack (ns)  depth (start not counted)
worst min-delay path  data[5]  M[77][5]        7.70                          1
worst max-delay path  addr[2]      q[5]       18.82                         12
synthesized netlist by cell type, types with 9 or more instances:
master / number / share of area [%]
a2111oi_0: 12 / 0.12
a211o_1: 35 / 0.35
a211oi_1: 58 / 0.50
a21o_1: 10 / 0.086
a21oi_1: 317 / 1.8
a221o_1: 10 / 0.11
a221oi_1: 162 / 1.6
a222oi_1: 20 / 0.23
a22o_1: 62 / 0.62
a22oi_1: 279 / 2.4
a31oi_1: 12 / 0.086
and2_1: 1011 / 7.2
and3_1: 13 / 0.093
and3b_1: 14 / 0.14
buf_1: 32 / 0.14
buf_2: 127 / 0.73
buf_4: 53 / 0.45
buf_6: 18 / 0.23
clkbuf_1: 317 / 1.4
edfxtp_1: 2048 / 70
mux2_2: 63 / 0.81
mux2i_1: 257 / 2.9
mux4_2: 27 / 0.69
nand2_1: 117 / 0.50
nand3_1: 25 / 0.14
nor2_1: 241 / 1.0
nor2b_1: 46 / 0.33
nor3_1: 26 / 0.15
nor3b_1: 21 / 0.18
o21ai_0: 177 / 1.0
o221ai_1: 50 / 0.50
o22a_1: 11 / 0.11
o22ai_1: 75 / 0.54
o2bb2ai_1: 79 / 0.79
o32ai_1: 15 / 0.15
o41ai_1: 9 / 0.090
or2_2: 65 / 0.46
or3b_2: 14 / 0.14
power breakdown:
part	switching [mW]	internal, mW	total (mW)
Sequential	0.0130	2.36	2.37
Clock	0.818	1.04	1.86
Combinational	0.239	0.0866	0.326
per-stage QoR:
| step | instances | util, % |
|---|---|---|
| after global routing | 8549 | 56.1 |
| after global placement | 8161 | 52.2 |
| final | 8557 | 56.1 |
| after CTS | 8548 | 56.1 |
| after detailed placement | 8161 | 52.2 |
| after floorplan | 6032 | - |
Power figures rest on the tool's default switching activity, not on a simulated workload.
