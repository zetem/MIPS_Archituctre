==> design/flow/design.v <==
module IF_stage
(  input 					clk,
	input						rst,
	input						instr_fetch_enable,
	input			[5:0]		imm_branch_offset,
	input						branch_enable,
	output 		[7:0]		pc,
	output 		[15:0]	instr
);
wire [7:0] pc_plus; 
wire [7:0] pc_add , imm_branch_offset_extend;
wire [15:0] instr_int;
assign imm_branch_offset_extend = { imm_branch_offset[5], imm_branch_offset[5], imm_branch_offset };
assign pc_add = ( branch_enable ) ? imm_branch_offset_extend : 8'd1;
PCALU pcalu (pc , pc_add , pc_plus);
PC m_pc ( instr_fetch_enable , pc_plus , pc , rst ,clk);
instMem instructionmem (pc , instr_int , rst);
assign instr = ( branch_enable ) ? 16'b0 : instr_int;
endmodule
module PC (enable, inPC , adr_PC , reset ,clk );
  input 		enable;
  input 		[7:0] inPC;
  output	reg[7:0] adr_PC;
  input 		reset ,clk ;
always @(posedge clk)
begin
	if (reset==1)
    adr_PC=8'd0;
	else
	begin 
	if(!enable)	
		adr_PC <= inPC;
	end
 end 
 endmodule
module PCALU ( in1 , in2  , out );
	input 	[7:0] in1 , in2 ;
	output 	[7:0]	out;
	assign out = in1 + in2 ;
endmodule
module instMem(adr , out , reset);
  input [7:0]adr;
  input reset;
  output reg [15:0]out;
  reg [15:0]insMem[0:64];
  always @(*)
  begin
     if(reset) begin
		insMem[8'd0 ] = 16'b1001001000000001;  
		insMem[8'd1 ] = 16'b1001010000000010;  
		insMem[8'd2 ] = 16'b1001011000000011;  
		insMem[8'd3 ] = 16'b1001100000001000;  
		insMem[8'd4 ] = 16'b0110001001100000;  
		insMem[8'd5 ] = 16'b0110010010100000;  
		insMem[8'd6 ] = 16'b0110011011100000;  
		insMem[8'd7 ] = 16'b1001101000010011;  
		insMem[8'd8 ] = 16'b0001001001101000;  
		insMem[8'd9 ] = 16'b0001010010101000;  
		insMem[8'd10] = 16'b0001011011101000;  
		insMem[8'd11] = 16'b1011001001000000;  
		insMem[8'd12] = 16'b1011010010000000;  
		insMem[8'd13] = 16'b1011011011000000;  
		insMem[8'd14] = 16'b1010110001000000;  
		insMem[8'd15] = 16'b1010111010000000;  
		insMem[8'd16] = 16'b1010110010000000;  
		insMem[8'd17] = 16'b1010111001000000;  
		insMem[8'd18] = 16'b1010111011000000;  
		insMem[8'd19] = 16'b0000010010100000;  
		insMem[8'd20] = 16'b0000010010100000;  
		insMem[8'd21] = 16'b0000010010100000;  
		insMem[8'd22] = 16'b0000010010100000;  
		insMem[8'd23] = 16'b0000010010100000;  
		insMem[8'd24] = 16'b0000010010100000;  
		insMem[8'd25] = 16'b0000010010100000;  
		insMem[8'd26] = 16'b0000010010100000;  
		insMem[8'd27] = 16'b0000010010100000;  
		insMem[8'd28] = 16'b0000010010100000;  
		insMem[8'd29] = 16'b0000010010100000;  
		insMem[8'd30] = 16'b0000010010100000;  
		insMem[8'd31] = 16'b0000010010100000;  
		insMem[8'd32] = 16'b0000010010100000;  
		insMem[8'd33] = 16'b0000010010100000;  
	  end 
	 else
    out<=insMem[adr];
end
endmodule
==> design/flow/run.sh <==
#!/bin/bash
# OpenROAD 26Q1-2900-gdf79404cd8, Yosys 0.63+post, stock flow scripts
make -C /OpenROAD-flow-scripts/flow DESIGN_CONFIG=/design/flow/config.mk WORK_HOME=/design/flow/orfs finish
==> design/flow/config.mk <==
export PLATFORM = sky130hd
export DESIGN_NAME = IF_stage
export DESIGN_NICKNAME = IF_stage
export VERILOG_FILES = /design/flow/design.v
export SDC_FILE = /design/flow/constraint.sdc
export NUM_CORES = 4
export LEC_CHECK = 1
export CORE_AREA = 10 10 114 114
export DIE_AREA = 0 0 124 124
==> design/flow/constraint.sdc <==
current_design IF_stage

set clk_period 4.0
set clk_io_pct 0.2

create_clock -name clk0 -period $clk_period [get_ports {clk}]

set non_clock_inputs [all_inputs -no_clocks]
set_input_delay [expr $clk_period * $clk_io_pct] -clock clk0 $non_clock_inputs
set_output_delay [expr $clk_period * $clk_io_pct] -clock clk0 [all_outputs]
==> metrics.csv <==
metric,value,unit
status,completed,
Post CTS Setup Buffer Count,0,
"EDFF count, synth",0,
Vias/cell,3.88,
Top logic family,simple AND/OR/NAND/NOR gates,
CP cell instances,clkdlybuf4s50_1 > buf_4 > nor2b_1 > clkdlybuf4s50_1,
Synth Warn #,499,
DRC Markers,0,
layout cell share with drive strength beyond 1,5.74,%
Die Span X,124,um
crit path max-delay cell type,clkdlybuf4s50_1,
Final Hold Fails,0,
clock slew at reported path FFs,40,ps
"Slew Viols, Final",0,
Tool Warnings,25,
wl on met1,1810,um
H-tree Lvls,1,
largest net degree at the start of global routing,26,
Final HPWL DP,3070,um
first-pass GRT wire length,6270,um
antenna cells,0,
DIE HEIGHT,124,um
DR top layer,met3,
Cells after Synth,188,
core area,0.0104,sq mm
post-CTS sizing,0,
WL met3,523,um
Row Count,37,
CTS root buf,clkbuf_8,
ao+oa area frac,23.7,%
most frequent cells in the layout,"clkdlybuf4s50_1 (31), nor2b_1 (20), a21oi_1 (17), nor2_1 (14), dlxtn_1 (14)",
CP max stage delay,520,ps
die area,0.0154,sq mm
I/O Pins,34,
total number of vias,1340,
period utilization,75.8,%
GRT Util Overall,5.05,%
CP arrival,2230,ps
CTS tree,done,
"most used cell, CP",clkdlybuf4s50_1,
Post-synth ARST share,0,%
Setup CP Type,in2out,
CTS Buf Count,3,
routed wire length,3920,um
RSZ-0062 raised after global routing,no,
Synthesized registers,22,
syn_area_per_cell,7.43,sq um
cts-stage hold buffer count,0,
Worst Path Required,3200,ps
Worst-Margin Slew,707,ps
I/O Buffers,31,
ys cells,188,
Initial DRC Count,75,
MUX area fraction,0.716,%
met2 routed WL,1590,um
initial antenna violation count,0,
crit-path max FO,14,
Critical Path Sink Type,primary output,
Unique masters post-synth,53,
1st-pass router iterations,4,
pwr dens,219,mW/mm^2
final setup vio count,0,
drt wl/cell,11.4,um
vias in the first global route,1219,
MaxCap Viol Count,0,
maximum VDD drop,0.0996,mV
Lkg Pwr,0.688,nW
clock period minus worst slack,3030,ps
"XOR Share, Synth",2.51,%
endpoints left unconstrained,14,
fp util,13.4,%
ANT nets after route,0,
Synth Area in Simple Gates,31.0,%
clock latency (worst-skew pair),230,ps
Setup crit start kind,input port,
Worst path top cell family by delay,buffers and inverters,
Commonest Layout Cell,clkdlybuf4s50_1,
Worst Path Buf+Inv,3,
Adders+Majority by Area,8.42,%
Dominant flop cell,dlxtn_1,
TNS Setup,0,ps
area delta synth->final,33.4,%
Worst Hold Class,reg2reg,
register pins left without a clock,14,
grt ovf,0,
Worst Skew,3.36,ps
fmax,0.330,GHz
total power,0.409,mW
GPL Wtd Cong,0.740,
CTS Buffer Depth,2,
relative slew slack,52.8,%
"Cell Area, Synth",0.00140,sq mm
yosys stat area,0.00140,sq mm
==> path summary, 6_finish.rpt <==
check,end,startpoint,slack [ps],cells past startpoint
max,instr[3],branch_enable,970,4
min,m_pc.adr_PC[7]$_SDFFE_PP0N_,m_pc.adr_PC[7]$_SDFFE_PP0N_,480,2
max reg2reg,m_pc.adr_PC[4]$_SDFFE_PP0N_,m_pc.adr_PC[0]$_SDFFE_PP0N_,1590,8
min reg2reg,m_pc.adr_PC[7]$_SDFFE_PP0N_,m_pc.adr_PC[7]$_SDFFE_PP0N_,480,2
==> worst min-delay path, stage by stage, from the launching register on <==
cell and delay, ps:
dfxtp_1 320, o31ai_1 60, a21oi_1 50
==> state kept, by name, indices dropped and copies added (netlist names) <==
register	cells
instructionmem.out	14
m_pc.adr_PC	8
==> stage by stage <==
stage | worst slack, ps | hold slack [ps] | instances | utilization, % | area (sq um)
after floorplan | 1180 | 441 | 189 | - | 1400
after global placement | 931 | 480 | 342 | 17.5 | 1820
after detailed placement | 908 | 482 | 342 | 17.5 | 1820
after CTS | 907 | 490 | 345 | 17.9 | 1860
after global routing | 886 | 532 | 345 | 17.9 | 1860
final | 967 | 484 | 345 | 17.9 | 1860
==> kinds of logic (layout without fill, tap and decap cells) <==
| logic type | Yosys count | after routing |
|---|---|---|
| xor+xnor | 4 | 4 |
| latches | 14 | 14 |
| buf+inv | 22 | 42 |
| flops | 8 | 8 |
| other cells | 1 | 2 |
| fa+ha+maj | 9 | 9 |
| mux | 1 | 1 |
| simple gates | 79 | 79 |
| compound gates | 50 | 50 |
==> cell type report <==
| cell class | instances | area [sq um] |
|---|---|---|
| repair buffers | 33 | 325 |
| well taps | 136 | 170 |
| fillers | 1160 | 8550 |
| inverters | 6 | 22.5 |
| clock buffers | 3 | 41.3 |
| flip-flops and latches | 22 | 370 |
| multi-input cells | 145 | 935 |
==> layer usage <==
| layer | vias up | track usage [%] |
|---|---|---|
| met5 | - | 0 |
| met4 | 0 | 0.0719 |
| met3 | 0 | 2.57 |
| met2 | 38 | 7.55 |
| met1 | 603 | 6.81 |
| li1 | 699 | - |
==> report_power, final <==
part | internal [mW] | switching (mW)
logic | 0.0949 | 0.0768
clock network | 0.0652 | 0.0322
registers | 0.110 | 0.0293
total | 0.270 | 0.138
==> synthesized netlist by cell type (5+ instances only) <==
cell type / count / area (sq um)
nor2b_1: 20 / 125
nor2_1: 14 / 52.6
nand2_1: 12 / 45.0
ha_1: 7 / 87.6
dlxtn_1: 14 / 210
a21oi_1: 17 / 85.1
nand2b_1: 7 / 43.8
inv_1: 6 / 22.5
buf_2: 5 / 25.0
dfxtp_1: 8 / 160
clkbuf_1: 8 / 30.0
or3_1: 5 / 31.3
Power figures rest on the tool's default switching activity, not on a simulated workload.
